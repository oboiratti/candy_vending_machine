$ cat /design/flow/run.sh
#!/bin/bash
# OpenROAD 26Q1-2900-gdf79404cd8, Yosys 0.63+post, stock flow scripts
make -C /OpenROAD-flow-scripts/flow DESIGN_CONFIG=/design/flow/config.mk WORK_HOME=/design/flow/orfs finish
$ cat /design/flow/config.mk
export PLATFORM = sky130hd
export DESIGN_NAME = keypad_map_top
export DESIGN_NICKNAME = keypad_map_top
export VERILOG_FILES = /design/flow/design.v
export SDC_FILE = /design/flow/constraint.sdc
export NUM_CORES = 4
export LEC_CHECK = 1
export CORE_UTILIZATION = 30
$ cat /design/flow/constraint.sdc
current_design keypad_map_top

set clk_period 3.9
set clk_io_pct 0.2

create_clock -name clk0 -period $clk_period [get_ports {clk}]

set non_clock_inputs [all_inputs -no_clocks]
set_input_delay [expr $clk_period * $clk_io_pct] -clock clk0 $non_clock_inputs
set_output_delay [expr $clk_period * $clk_io_pct] -clock clk0 [all_outputs]
$ cat /design/flow/design.v
`timescale 1ns / 1ps
module bcd_to_seven_seg_dec(
  input [3:0] in,
  output reg [7:0] out
);
always @(*)
  case (in)
    4'b0000: out = 8'b0011_1111;
    4'b0001: out = 8'b0000_0110;
    4'b0010: out = 8'b0101_1011; 
    4'b0011: out = 8'b0100_1111;
    4'b0100: out = 8'b0110_0110;
    4'b0101: out = 8'b0110_1101;
    4'b0110: out = 8'b0111_1101;
    4'b0111: out = 8'b0000_0111;
    4'b1000: out = 8'b0111_1111;
    4'b1001: out = 8'b0110_1111;
    default: out = 8'b0000_0000;
  endcase
endmodule
`timescale 1ns / 1ps
module debouncer(
  input clk, reset, 
  input [3:0] key_in,
  output [3:0] key_out
);
key_detector kd0 (
  .clk(clk), 
  .reset(reset), 
  .sw_in(key_in[0]), 
  .sw_out(key_out[0])
);
key_detector kd1 (
  .clk(clk), 
  .reset(reset), 
  .sw_in(key_in[1]), 
  .sw_out(key_out[1])
);
key_detector kd2 (
  .clk(clk), 
  .reset(reset), 
  .sw_in(key_in[2]), 
  .sw_out(key_out[2])
);
key_detector kd3 (
  .clk(clk), 
  .reset(reset), 
  .sw_in(key_in[3]), 
  .sw_out(key_out[3])
);
endmodule
`timescale 1ns / 1ps
module key_detector(
  input clk, reset, 
  input sw_in, 
  output sw_out
);
reg [1:0] sample;
always @(posedge clk or posedge reset)
  if (reset) sample <= 0;
  else begin
    sample[1] <= sample[0];
    sample[0] <= sw_in;
  end
assign sw_out = (sw_in & sample[0]) & (~sample[1]);
endmodule
`timescale 1ns / 1ps
module keypad_map(
  input clk, reset,
  input [3:0] row,
  output reg [2:0] col,
  output reg [2:0] kp_out
);
localparam idle  = 3'b000, 
           col_1 = 3'b001, 
           col_2 = 3'b010, 
           col_3 = 3'b100;
reg [2:0] temp_col;
wire [6:0] col_row;
wire [3:0] db_row;
wire ks = |row;  
always @(posedge clk or posedge reset)
  if (reset) col = col_1;
  else if (ks) temp_col <= col;
  else case (col)
    col_1:  col = col_2;
    col_2:  col = col_3;
    col_3:  col = col_1;
  endcase
debouncer db1 (
    .clk(clk), 
    .reset(reset), 
    .key_in(row), 
    .key_out(db_row)
  );
assign rdb = |db_row;
assign col_row = (rdb) ? {temp_col, db_row} : 7'b000_0000;
always @(posedge clk or posedge reset)
  if (reset) kp_out = 3'b000;
  else case (col_row)
    7'b001_0001: kp_out = 3'b001;  
    7'b010_0010: kp_out = 3'b010;  
    7'b001_1000: kp_out = 3'b101;  
    7'b100_1000: kp_out = 3'b110;  
    7'b010_1000: kp_out = 3'b111;  
    default:     kp_out = 3'b000;   
  endcase
endmodule
`timescale 1ns / 1ps
module keypad_map_top(
  input clk, reset,
  input [3:0] key_in,
  output [7:0] display_column,
  output [7:0] out,
  output [2:0] col
);
wire [7:0] kp_out;
wire [2:0] candy_sum = 3'b000;
keypad_map km1 (
  .clk(clk), 
  .reset(reset),
  .row(key_in),
  .kp_out(kp_out),
  .col(col)
);
seven_seg_top sst (
    .clk(clk), .reset(reset), .sum(kp_out), .candy_sum(candy_sum),  
    .display_column(display_column), .out(out)
  );
endmodule
`timescale 1ns / 1ps
module seven_seg_col_sel(
  input clk, reset,
  input [3:0] sum,
  input [2:0] candy_sum,
  output reg [3:0] data_out,
  output reg [7:0] display_column
);
localparam idle = 4'b0000, 
           col_1 = 4'b0001, 
           col_2 = 4'b0010, 
           col_3 = 4'b0011, 
           col_4 = 4'b0100, 
           col_5 = 4'b0101, 
           col_6 = 4'b0110, 
           col_7 = 4'b0111, 
           col_8 = 4'b1000;
reg [3:0] ns, ps;
wire [7:0] a_sum;
assign a_sum = (sum == 10) ? {4'b0001, 4'b0000} : {4'b1010, sum};
always @(posedge clk or posedge reset)
  if (reset) ps <= idle;
  else ps <= ns;
always @(*)
  case (ps)
    idle:     begin
                data_out <= 4'b1010;
                display_column <= 8'b1111_1111;
                ns <= col_1;
              end
    col_1:    begin
                data_out <= 4'b0000;
                display_column <= 8'b1111_1110;
                ns <= col_2;
              end
    col_2:    begin
                data_out <= 4'b0000;
                display_column <= 8'b1111_1101;
                ns <= col_3;
              end
    col_3:    begin
                data_out <= a_sum[3:0];
                display_column <= 8'b1111_1011;
                ns <= col_4;
              end
    col_4:    begin
                data_out <= a_sum[7:4];
                display_column <= 8'b1111_0111;
                ns <= col_5;
              end
    col_5:    begin
                data_out <= 4'b1010;
                display_column <= 8'b1110_1111;
                ns <= col_6;
              end
    col_6:    begin
                data_out <= {1'b0, candy_sum};
                display_column <= 8'b1101_1111;
                ns <= col_7;
              end
    col_7:    begin
                data_out <= 4'b1010;
                display_column <= 8'b1011_1111;
                ns <= col_8;
              end
    col_8:    begin
                data_out <= 4'b1010;
                display_column <= 8'b0111_1111;
                ns <= col_1;
              end
    default:  begin
                data_out <= 4'b1010;
                display_column <= 8'b1111_1111;
                ns <= idle;
              end
  endcase
endmodule
`timescale 1ns / 1ps
module seven_seg_top(
  input clk, reset,
  input [3:0] sum,
  input [2:0] candy_sum,
  output [7:0] display_column,
  output [7:0] out
);
wire [3:0] data_out;
seven_seg_col_sel seven_seg_col_sel1 (
  .clk(clk), 
  .reset(reset), 
  .sum(sum), 
  .candy_sum(candy_sum), 
  .data_out(data_out), 
  .display_column(display_column)
);
bcd_to_seven_seg_dec bcd_to_seven_seg_dec1(
  .in(data_out), 
  .out(out)
);
endmodule
==> results.txt <==
Results of the full flow below.

Global routing:
- The run gives the number of global-route vias before repair as 678.
- Global routing finished with a remaining overflow of 0.
- The run puts the number of antenna violations at the first check in global routing at 0.
- The run puts the global routing usage summed across all routing layers at 0.09069.
- The run gives the first-pass GRT wire length as ~2900 um.
- The run puts the pin count of the biggest net entering global routing at 25.

Synth:
- The share of the Yosys chip area taken by registers is 0.5792.
- After synthesis, the cell types taking the most area are sky130_fd_sc_hd__dfrtp_1 46%, sky130_fd_sc_hd__edfxtp_1 7.8%, sky130_fd_sc_hd__ha_1 6.5%.
- The stat command in Yosys gives a chip area of approximately 1200 um2.
- Ranked by instance count, the synthesized netlist is headed by 21 x sky130_fd_sc_hd__dfrtp_1, 12 x sky130_fd_sc_hd__nor2_1, 6 x sky130_fd_sc_hd__ha_1, 6 x sky130_fd_sc_hd__nand2_1.
- The run gives the number of cells in the yosys synthesis report as between 90 and 100.
- After technology mapping, the gate count stands at between 90 and 100.
- The run gives the post-synthesis cell area as roughly 1200 um2.
- The run gives the top flip-flop cell by instance count after synthesis as sky130_fd_sc_hd__dfrtp_1.
- The run puts the count of library flops with an enable pin at 3.
- The run puts the average cell area after synthesis at between 10 and 15 um2.
- The run gives the cell type with the largest total area after synthesis as sky130_fd_sc_hd__dfrtp_1.
- The run gives the share of the synthesized area in the top cell type as 0.4555.
- The run gives the count of unique library cells instantiated by Yosys as 32.
- In this run, synthesis produced a sequential element count of 26.
- The run puts the proportion of synthesized flip-flops having asynchronous set or reset at 0.8846.
- The run gives the leading cell type by number of instances after synthesis as sky130_fd_sc_hd__dfrtp_1.
- The run puts the number of warning messages in the yosys log at 7.

Clock network:
- The run puts the count of instances resized after the clock tree is built at 0.
- The run gives the level count of the clock H-tree as 1.
- CTS added clock buffers totalling 3.
- The run gives the insertion delay to the later sink of the worst-skew pair as between 0.2 and 0.3 ns.
- In the CTS report, the clock slew at the register clock pins of the worst setup and hold paths is listed as around 0.08 ns.
- Per the repair_timing log after CTS, setup buffers inserted total 0.
- TritonCTS built the clock tree.
- The run puts the number of clock sinks at 26.
- Counting along the longest clock path gives a buffer depth of 2.
- The run gives the number of buffers inserted by hold repair at cts as 0.
- The run gives the root cell of the clock tree as sky130_fd_sc_hd__clkbuf_8.

Floorplan:
- After floorplanning, the die was sized to cover 4097 um2.
- The run gives the area inside the core boundary as approximately 3700 um2.
- The run puts the I/O pin count at 25.
- After floorplanning, the core was divided into 22 placement rows.
- According to the floorplan report, the die height is approximately 64 um.
- In this run the horizontal extent of the chip is 64.01 um.
- The run puts the starting density of the core at 0.3151.

Place:
- OpenSTA, run right after detailed placement, puts the worst setup slack at about 1 ns.
- The run puts the routability congestion estimate at a little over 0.8.
- The run gives the number of input and output port buffers inserted as 23.
- The run puts the cell count after placement at ~170.
- Detailed placement reports a standard cell area of approximately 1400 um2.
- The run puts the half-perimeter wire length of the detailed placement result at roughly 1300 um.

Final timing:
- The worst path needs approximately 3.2 ns of the cycle, external delays included.
- The final layout reports a setup TNS of 0 ns.
- The run puts the maximum clock rate at ~310 MHz.
- Post-route period utilization is reported as 0.8150.
- The run puts the final critical-path setup slack at between 0.7 and 0.8 ns.
- The run puts the final-report max-slew violation count at 0.
- Setup repair after global routing left no endpoint under its margin.
- The run puts the worst slack on hold paths at ~0.38 ns.
- The run gives the worst clock skew as approximately 0.0059 ns.
- The run gives the final setup violation count as 0.
- The run puts the final count of hold timing violations at 0.

Setup path:
- STA lists the startpoint of the worst register-to-register path as km1.db1.kd3.sample[1]$_DFF_PP0_.
- By startpoint and endpoint, the worst setup path is classified as reg -> out.
- The worst setup path is captured at an output port.
- The run puts the largest fanout of any net on the critical path at 12.
- The run gives the critical path's slowest cell as sky130_fd_sc_hd__dfrtp_1.
- In this run the critical path is formed by nor4_1, buf_4, a21oi_1, inv_1, ha_1, nor2_1, a21oi_1, nor2_1, clkdlybuf4s50_1.
- The capture point of the worst register-to-register path is recorded as km1.kp_out[0]$_DFF_PP0_.
- The number of cells on the worst reg-to-reg path is 4.
- The critical path starts at sst.seven_seg_col_sel1.ps[7]$_DFF_PP0_.
- The run puts the endpoint arrival time on the critical path at around 2.4 ns.
- STA classifies the critical path startpoint as a register.
- The run gives the worst endpoint required time as 3.12 ns.
- The run gives the minimum setup slack among reg-to-reg paths as ~2.6 ns.
- Per STA, the highest per-stage delay on the worst path measures 0.53 ns.

Route:
- The run gives the post-detailed-route DRC marker count as 0.
- The run puts the wire length after detailed routing at between 1500 and 2000 um.
- The routed design ends up with an antenna cell count of 0.
- The run puts the DRC marker count from the first detailed-route iteration at 20.
- The run gives the uppermost signal routing layer after detailed routing as met4.
- Wire segments on met3 add up to ~130 um in the final route.
- The run puts the wire length on met1 at about 820 um.
- The run puts the total vias in the final route at just over 800.
- The first detailed-routing pass took 4 iterations.
- The run puts the met2 layer wire length in the routed design at ~800 um.
- Nets still carrying antenna violations after routing amount to 0.
- The run puts the wire length per cell after detailed routing at 10.10 um.
- The run gives the per-cell via count in the routed design as approximately 4.6.

Layout:
- The run puts the combinational cell area excluding buffers and inverters at ~460 um2.
- The run gives the area added between synthesis and finish as 29.18%.
- After routing the design area is about 1500 um2.
- Of the cells placed in the final design, the portion with a size suffix greater than 1 is 0.08730.
- The layout report lists the combined flip-flop and latch area as approximately 670 um2.
- The run gives the utilization after layout as 0.4070.
- The run gives the tally of filler cells in the layout as approximately 330.
- Leaving out filler cells and counting taps, the final layout contains ~170.

Run:
- The run gives the count of maximum capacitance violations as 0.
- The run puts the total tool warning count at 30.

Pwr:
- Summed over all cells, the static leakage comes to 0.6188 nW.
- The run gives the final total power as about 0.46 mW.
- Per the power-grid run, VDD falls by no more than ~0.33 mV.
- The run puts the total power per unit cell area at ~310 nW/um2.

Min path:
- STA lists the startpoint of the worst hold path as km1.db1.kd1.sample[0]$_DFF_PP0_.
- Hold analysis shows the worst path with a depth of 0.
- According to the hold report, the worst path is of the reg -> reg type.
- The worst hold path terminates at km1.db1.kd1.sample[1]$_DFF_PP0_.

Outcome:
- The flow ran to the end, and the final reports show no timing, DRC or antenna violations.
## cell families (layout without fill, tap and decap cells)
group	after synthesis	after routing	share of synthesized area
AND/OR/NAND/NOR	42	42	0.2126
adder cells (fa/ha/maj)	6	6	0.06507
other	1	2	0.003251
AND-OR/OR-AND	13	13	0.07049
multiplexers	3	3	0.02928
flip-flops	26	26	0.5792
buffers and inverters	6	32	0.02495
XOR/XNOR	2	2	0.01519
## layout make-up
type,count,area share
Inverter,3,0.007557
Sequential cell,26,0.4484
Multi-Input combinational cell,68,0.3090
Tap cell,48,0.04030
Clock buffer,4,0.03023
Timing Repair Buffer,25,0.1646
## worst max path at each step
stage / to / slack, ns / depth (start not counted)
after CTS: out[5] / 0.71 / 9
after global routing: out[5] / 0.46 / 9
final: out[5] / 0.72 / 9
## critical path, delay by kind of cell (launching register included)
family                     cells  cell delay (ns)
buffers and inverters          3             0.77
DFF                            1             0.53
AOI/OAI and AO/OA              2             0.33
and+or+nand+nor                3             0.28
adders and majority gates      1             0.23
## power by group
part           total (mW)  switching, mW  internal [mW]
registers           0.285        0.00398          0.281
logic              0.0311         0.0144         0.0167
clock network       0.145         0.0721         0.0728
total               0.461         0.0905          0.371
## cells in the final DEF (no fill, tap or decap)
cell type,netlist,routed
sky130_fd_sc_hd__edfxtp_1,3,3
sky130_fd_sc_hd__a21oi_1,5,5
sky130_fd_sc_hd__buf_4,1,2
sky130_fd_sc_hd__dfstp_2,2,2
sky130_fd_sc_hd__and3b_2,1,1
sky130_fd_sc_hd__or4_4,1,1
sky130_fd_sc_hd__nand3b_1,5,5
sky130_fd_sc_hd__or2_2,1,1
sky130_fd_sc_hd__o21ai_0,2,2
sky130_fd_sc_hd__nand4b_1,4,4
sky130_fd_sc_hd__o211a_1,1,1
sky130_fd_sc_hd__a211oi_1,2,2
sky130_fd_sc_hd__nand2_1,6,6
sky130_fd_sc_hd__clkbuf_8,0,3
sky130_fd_sc_hd__clkbuf_1,0,1
sky130_fd_sc_hd__xor2_1,1,1
sky130_fd_sc_hd__nor4b_1,1,1
sky130_fd_sc_hd__inv_1,3,3
sky130_fd_sc_hd__a2bb2oi_1,1,1
sky130_fd_sc_hd__ha_1,6,6
sky130_fd_sc_hd__mux2_1,3,3
sky130_fd_sc_hd__clkdlybuf4s50_1,0,23
sky130_fd_sc_hd__and3_1,1,1
sky130_fd_sc_hd__conb_1,1,2
sky130_fd_sc_hd__dfrtp_1,21,21
sky130_fd_sc_hd__nor2b_1,1,1
sky130_fd_sc_hd__nor2_1,12,12
sky130_fd_sc_hd__and2_2,1,1
sky130_fd_sc_hd__nor3_1,3,3
sky130_fd_sc_hd__a31oi_1,2,2
sky130_fd_sc_hd__nor4_1,3,3
sky130_fd_sc_hd__nand2b_1,1,1
sky130_fd_sc_hd__and3b_1,1,1
sky130_fd_sc_hd__xnor2_1,1,1
## sequential cells by signal, summed over array words and instances, names as in the netlist
register and count:
km1.col 3, km1.db1.kd0.sample 2, km1.db1.kd1.sample 2, km1.db1.kd2.sample 2, km1.db1.kd3.sample 2, km1.kp_out 3, km1.temp_col 3, sst.seven_seg_col_sel1.ps 9
## routing by layer
metal  GRT usage  up-vias
li1            -      402
met1      0.1294      375
met2      0.1449       29
met3     0.02899        2
met4    0.008523        0
met5           0        -
Power and IR drop assume default switching activity.
