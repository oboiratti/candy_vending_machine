<file path="flow/design.v">
`timescale 1ns / 1ps
module bcd_to_seven_seg_dec(
  input [3:0] in,
  output reg [7:0] out
);
always @(*)
  case (in)
    4'b0000: out = 8'b0011_1111;
    4'b0001: out = 8'b0000_0110;
    4'b0010: out = 8'b0101_1011; 
    4'b0011: out = 8'b0100_1111;
    4'b0100: out = 8'b0110_0110;
    4'b0101: out = 8'b0110_1101;
    4'b0110: out = 8'b0111_1101;
    4'b0111: out = 8'b0000_0111;
    4'b1000: out = 8'b0111_1111;
    4'b1001: out = 8'b0110_1111;
    default: out = 8'b0000_0000;
  endcase
endmodule
`timescale 1ns / 1ps
module candy_control(
  input clk,
  input [2:0] in,
  output [3:0] sum,
  output [2:0] candy_sum,
  output reg [4:0] can_buy
);
localparam beg        = 3'b001, 
           obeg       = 3'b010,
           idle       = 4'b0000, 
           one        = 4'b0001, 
           two        = 4'b0010,
           three      = 4'b0011, 
           four       = 4'b0100, 
           five       = 4'b0101,
           six        = 4'b0110, 
           seven      = 4'b0111, 
           eight      = 4'b1000,
           nine       = 4'b1001, 
           ten        = 4'b1010, 
           vend       = 3'b101, 
           change     = 3'b110,
           ticker_max = 2'd2;
reg candy;
reg [3:0] ps, ns;
reg [2:0] count;
reg [3:0] sum_out;
reg [13:0] ticker;
reg cbp;
assign a_reset = (in == 3'b111) ? 1'b1 : 1'b0;
always @(posedge clk or posedge a_reset)
  if (a_reset) begin 
    ps <= idle;
    cbp <= 0;
  end
  else begin
    ps <= ns;
    if (ps == idle) cbp <= 0;
    else 
      if (in == change) cbp <= 1;
  end
always @(in or ticker or ps or cbp)
  case (ps)
    idle:       begin
                  if (in == beg) ns = one;
                  else if (in == obeg) ns = five;
                  else ns = idle;
                end
    one:        begin
                  if (cbp) begin
                    if (ticker == ticker_max) ns = idle;
                    else ns = ps;
                  end
                  else begin
                    if (in == beg) ns = two;
                    else if (in == obeg) ns = six;
                    else if (in == change) ns = idle;
                    else ns = ps;
                  end
                end
    two:        begin
                  if (cbp) begin
                    if (ticker == ticker_max) ns = one;
                    else ns = ps;
                  end
                  else begin
                    if (in == beg) ns = three;
                    else if (in == obeg) ns = seven;
                    else if (in == vend) ns = idle;
                    else if (in == change) ns = one;
                    else ns = ps;
                  end
                end
    three:      begin
                  if (cbp) begin
                    if (ticker == ticker_max) ns = two;
                    else ns = ps;
                  end
                  else begin
                    if (in == beg) ns = four;
                    else if (in == obeg) ns = eight;
                    else if (in == vend) ns = one;
                    else if (in == change) ns = two;
                    else ns = ps;
                  end
                end
    four:       begin
                  if (cbp) begin
                    if (ticker == ticker_max) ns = three;
                    else ns = ps;
                  end
                  else begin
                    if (in == beg) ns = five;
                    else if (in == obeg) ns = nine;
                    else if (in == vend) ns = two;
                    else if (in == change) ns = three;
                    else ns = ps;
                  end
                end
    five:       begin
                  if (cbp) begin
                    if (ticker == ticker_max) ns = idle;
                    else ns = ps;
                  end
                  else begin
                    if (in == beg) ns = six;
                    else if (in == obeg) ns = ten;
                    else if (in == vend) ns = three;
                    else if (in == change) ns = idle;
                    else ns = ps;
                  end
                end
    six:        begin
                  if (cbp) begin
                    if (ticker == ticker_max) ns = one;
                    else ns = ps;
                  end
                  else begin
                    if (in == beg) ns = seven;
                    else if (in == vend) ns = four;
                    else if (in == change) ns = one;
                    else ns = ps;
                  end
                end
    seven:      begin
                  if (cbp) begin
                    if (ticker == ticker_max) ns = two;
                    else ns = ps;
                  end
                  else begin
                    if (in == beg) ns = eight;
                    else if (in == vend) ns = five;
                    else if (in == change) ns = two;
                    else ns = ps;
                  end
                end
    eight:      begin
                  if (cbp) begin
                    if (ticker == ticker_max) ns = three;
                    else ns = ps;
                  end
                  else begin
                    if (in == beg) ns = nine;
                    else if (in == vend) ns = six;
                    else if (in == change) ns = three;
                    else ns = ps;
                  end
                end
    nine:       begin
                  if (cbp) begin
                    if (ticker == ticker_max) ns = four;
                    else ns = ps;
                  end
                  else begin
                    if (in == beg) ns = ten;
                    else if (in == vend) ns = seven;
                    else if (in == change) ns = four;
                    else ns = ps;
                  end
                end
    ten:        begin
                  if (cbp) begin
                    if (ticker == ticker_max) ns = five;
                    else ns = ps;
                  end
                  else begin
                    if (in == vend) ns = eight;
                    else if (in == change) ns = five;
                    else ns = ps;
                  end
                end
    default: ns = idle;
  endcase
always @ (posedge clk or posedge a_reset) begin
  if (a_reset) begin  
    candy <= 1'b0;
    sum_out <= 4'b0000;
    can_buy <= 5'b00000;
  end
  else case (ps)
    idle:       begin
                  sum_out <= 4'b0000;
                  can_buy <= 5'b00000; 
                  candy <= 1'b0;
                end
    one:        begin
                  sum_out <= one;
                  can_buy <= 5'b00000;
                  candy <= 1'b0;
                end
    two:        begin
                  sum_out <= two;
                  can_buy <= 5'b00001;
                  if (in == vend) candy <= 1'b1;
                  else candy <= 1'b0;
                end
    three:      begin
                  sum_out <= three;
                  can_buy <= 5'b00001;
                  if (in == vend) candy <= 1'b1;
                  else candy <= 1'b0;
                end
    four:       begin
                  sum_out <= four;
                  can_buy <= 5'b00011;
                  if (in == vend) candy <= 1'b1;
                  else candy <= 1'b0;
                end
    five:       begin
                  sum_out <= five;
                  can_buy <= 5'b00011;
                  if (in == vend) candy <= 1'b1;
                  else candy <= 1'b0;
                end
    six:        begin
                  sum_out <= six;
                  can_buy <= 5'b00111;
                  if (in == vend) candy <= 1'b1;
                  else candy <= 1'b0;
                end
    seven:      begin
                  sum_out <= seven;
                  can_buy <= 5'b00111;
                  if (in == vend) candy <= 1'b1;
                  else candy <= 1'b0;
                end
    eight:      begin
                  sum_out <= eight;
                  can_buy <= 5'b01111;
                  if (in == vend) candy <= 1'b1;
                  else candy <= 1'b0;
                end
    nine:       begin
                  sum_out <= nine;
                  can_buy <= 5'b01111;
                  if (in == vend) candy <= 1'b1;
                  else candy <= 1'b0;
                end
    ten:        begin
                  sum_out <= ten;
                  can_buy <= 5'b11111;
                  if (in == vend) candy <= 1'b1;
                  else candy <= 1'b0;
                end
    default:    begin
                  sum_out <= 4'b0000;
                  candy <= 1'b0;
                end
  endcase
end
always @(negedge clk) begin
  if (a_reset) begin
    count <= 3'b000;
  end
  else begin
    if (candy) begin
      count <= count + 1;
    end
    else if (in == change) count <= 3'b000;
    else count <= count;
  end
end
always @(negedge clk or posedge a_reset)
  if (a_reset) ticker <= 0;
  else if (cbp) begin
    if(ticker > ticker_max) ticker <= 0;
    else ticker <= ticker + 1;
  end
assign sum = sum_out;
assign candy_sum = (a_reset) ? 3'b000 : count;
endmodule
`timescale 1ns / 1ps
module candy_top(
  input clk, reset,
  input [3:0] key_in,
  output [7:0] display_column,
  output [7:0] out,
  output [2:0] col,
  output [4:0] can_buy
);
wire [2:0] db_key_out;
wire [3:0] sum;
wire [2:0] candy_sum;
keypad_map km (
  .clk(clk), 
  .reset(reset),
  .row(key_in),
  .kp_out(db_key_out),
  .col(col)
);
candy_control cc (
  .clk(clk), 
  .in(db_key_out),  
  .sum(sum), 
  .candy_sum(candy_sum),
  .can_buy(can_buy)
);
seven_seg_top sst (
  .clk(clk), 
  .reset(reset), 
  .sum(sum), 
  .candy_sum(candy_sum),  
  .display_column(display_column), 
  .out(out)
);
endmodule
`timescale 1ns / 1ps
module debouncer(
  input clk, reset, 
  input [3:0] key_in,
  output [3:0] key_out
);
key_detector kd0 (
  .clk(clk), 
  .reset(reset), 
  .sw_in(key_in[0]), 
  .sw_out(key_out[0])
);
key_detector kd1 (
  .clk(clk), 
  .reset(reset), 
  .sw_in(key_in[1]), 
  .sw_out(key_out[1])
);
key_detector kd2 (
  .clk(clk), 
  .reset(reset), 
  .sw_in(key_in[2]), 
  .sw_out(key_out[2])
);
key_detector kd3 (
  .clk(clk), 
  .reset(reset), 
  .sw_in(key_in[3]), 
  .sw_out(key_out[3])
);
endmodule
`timescale 1ns / 1ps
module key_detector(
  input clk, reset, 
  input sw_in, 
  output sw_out
);
reg [1:0] sample;
always @(posedge clk or posedge reset)
  if (reset) sample <= 0;
  else begin
    sample[1] <= sample[0];
    sample[0] <= sw_in;
  end
assign sw_out = (sw_in & sample[0]) & (~sample[1]);
endmodule
`timescale 1ns / 1ps
module keypad_map(
  input clk, reset,
  input [3:0] row,
  output reg [2:0] col,
  output reg [2:0] kp_out
);
localparam idle  = 3'b000, 
           col_1 = 3'b001, 
           col_2 = 3'b010, 
           col_3 = 3'b100;
reg [2:0] temp_col;
wire [6:0] col_row;
wire [3:0] db_row;
wire ks = |row;  
always @(posedge clk or posedge reset)
  if (reset) col = col_1;
  else if (ks) temp_col <= col;
  else case (col)
    col_1:  col = col_2;
    col_2:  col = col_3;
    col_3:  col = col_1;
  endcase
debouncer db1 (
    .clk(clk), 
    .reset(reset), 
    .key_in(row), 
    .key_out(db_row)
  );
assign rdb = |db_row;
assign col_row = (rdb) ? {temp_col, db_row} : 7'b000_0000;
always @(posedge clk or posedge reset)
  if (reset) kp_out = 3'b000;
  else case (col_row)
    7'b001_0001: kp_out = 3'b001;  
    7'b010_0010: kp_out = 3'b010;  
    7'b001_1000: kp_out = 3'b101;  
    7'b100_1000: kp_out = 3'b110;  
    7'b010_1000: kp_out = 3'b111;  
    default:     kp_out = 3'b000;   
  endcase
endmodule
`timescale 1ns / 1ps
module seven_seg_col_sel(
  input clk, reset,
  input [3:0] sum,
  input [2:0] candy_sum,
  output reg [3:0] data_out,
  output reg [7:0] display_column
);
localparam idle = 4'b0000, 
           col_1 = 4'b0001, 
           col_2 = 4'b0010, 
           col_3 = 4'b0011, 
           col_4 = 4'b0100, 
           col_5 = 4'b0101, 
           col_6 = 4'b0110, 
           col_7 = 4'b0111, 
           col_8 = 4'b1000;
reg [3:0] ns, ps;
wire [7:0] a_sum;
assign a_sum = (sum == 10) ? {4'b0001, 4'b0000} : {4'b1010, sum};
always @(posedge clk or posedge reset)
  if (reset) ps <= idle;
  else ps <= ns;
always @(*)
  case (ps)
    idle:     begin
                data_out <= 4'b1010;
                display_column <= 8'b1111_1111;
                ns <= col_1;
              end
    col_1:    begin
                data_out <= 4'b0000;
                display_column <= 8'b1111_1110;
                ns <= col_2;
              end
    col_2:    begin
                data_out <= 4'b0000;
                display_column <= 8'b1111_1101;
                ns <= col_3;
              end
    col_3:    begin
                data_out <= a_sum[3:0];
                display_column <= 8'b1111_1011;
                ns <= col_4;
              end
    col_4:    begin
                data_out <= a_sum[7:4];
                display_column <= 8'b1111_0111;
                ns <= col_5;
              end
    col_5:    begin
                data_out <= 4'b1010;
                display_column <= 8'b1110_1111;
                ns <= col_6;
              end
    col_6:    begin
                data_out <= {1'b0, candy_sum};
                display_column <= 8'b1101_1111;
                ns <= col_7;
              end
    col_7:    begin
                data_out <= 4'b1010;
                display_column <= 8'b1011_1111;
                ns <= col_8;
              end
    col_8:    begin
                data_out <= 4'b1010;
                display_column <= 8'b0111_1111;
                ns <= col_1;
              end
    default:  begin
                data_out <= 4'b1010;
                display_column <= 8'b1111_1111;
                ns <= idle;
              end
  endcase
endmodule
`timescale 1ns / 1ps
module seven_seg_top(
  input clk, reset,
  input [3:0] sum,
  input [2:0] candy_sum,
  output [7:0] display_column,
  output [7:0] out
);
wire [3:0] data_out;
seven_seg_col_sel seven_seg_col_sel1 (
  .clk(clk), 
  .reset(reset), 
  .sum(sum), 
  .candy_sum(candy_sum), 
  .data_out(data_out), 
  .display_column(display_column)
);
bcd_to_seven_seg_dec bcd_to_seven_seg_dec1(
  .in(data_out), 
  .out(out)
);
endmodule
</file>
<file path="flow/run.sh">
#!/bin/bash
# OpenROAD 26Q1-2900-gdf79404cd8, Yosys 0.63+post, stock flow scripts
make -C /OpenROAD-flow-scripts/flow DESIGN_CONFIG=/design/flow/config.mk WORK_HOME=/design/flow/orfs finish
</file>
<file path="flow/config.mk">
export PLATFORM = sky130hd
export DESIGN_NAME = candy_top
export DESIGN_NICKNAME = candy_top
export VERILOG_FILES = /design/flow/design.v
export SDC_FILE = /design/flow/constraint.sdc
export NUM_CORES = 4
export LEC_CHECK = 1
export CORE_UTILIZATION = 50
</file>
<file path="flow/constraint.sdc">
current_design candy_top

set clk_period 4.0
set clk_io_pct 0.2

create_clock -name clk0 -period $clk_period [get_ports {clk}]

set non_clock_inputs [all_inputs -no_clocks]
set_input_delay [expr $clk_period * $clk_io_pct] -clock clk0 $non_clock_inputs
set_output_delay [expr $clk_period * $clk_io_pct] -clock clk0 [all_outputs]
</file>
==> summary.txt <==
die span in y: 83.8 um
CP endpoint kind: primary output
Post-synth regs: 67
Tool Warnings: 37
endpoints failing setup: 7
Synth logic family: simple AND/OR/NAND/NOR gates
Synth top area share: 0.329
CTS root buffer: clkbuf_8
HP Class: reg2reg
ao+oa area frac: 0.161
Non-Filler Instances: 471
initial antenna violation count: 0
synthesized cell area: 3340 um2
area fraction in mux cells: 0.0191
Cell Rows: 29
worst slack, placed: -551 ps
fp util: 0.524
kind of start point of the critical path: register
count of input and output buffers: 28
fraction of registers with async set/reset: 0.910
Main synth FF type: dfrtp_1
total track usage: 0.219
count of cell types in the netlist: 65
final setup margin: -643 ps
Filler cells: 484
simple share: 0.248
clk buf depth: 2
DP Cell Count: 442
slew margin rel.: 0.543
slew at the pin closest to its max-slew limit: 686 ps
max-slew violation count: 0
yosys adder share: 0.0337
crit path kind: reg2out
Area Growth Syn to Fin: 25.1%
Seq share, synth: 0.503
grt total ovfl: 0
power per standard cell area: 467 nW/um2
fraction of layout cells with a size suffix above 1: 0.221
XOR-XNOR Cells, Area Fraction: 0.00262
Die Width: 83.8 um
CTS tree: done
Worst EP arrival: 3840 ps
core area: 6390 um2
placed wire-length estimate: 4.58 mm
R2R setup slack: 230 ps
RR Endpoint: cc.ps[9]$_DFF_PP0_
worst path required time: 3200 ps
Final Util: 0.655
Final Power: 1.95 mW
DRT iter0 DRCs: 126
skew final: 45.0 ps
CTS buffer count: 9
worst r2r src: cc.ticker[0]$_DFFE_NP0P_
average wire per standard cell: 14.6 um
Sink Count: 67
hold_buf cts: 0
status: finished with violations
vias in the first global route: 2529
chip area in the Yosys report: 3340 um2
max cap viols: 0
Top area cell types: dfrtp_1 (33%), dfrtn_1 (10%), nor2_1 (4.5%)
clock slew at reported path FFs: 70 ps
Worst Setup EP: out[2]
Final Hold Fails: 0
DRT Pass-1 Iters: 4
vias per cell: 5.66
Synth Warn #: 7
P_leak: 1.88 nW
Latency at later pin: 370 ps
die area: 7020 um2
RSZ-0062 raised after global routing: yes
syn_area_per_cell: 10.1 um2
first-pass GRT wire length: 12.1 mm
worst r2r path cells: 6
VDD IR-drop max: 0.369 mV
via count: 2665
yosys cell count: 332
gp weighted congestion: 0.848
DRT Wirelength: 6.88 mm
worst-path maximum fanout: 4
Max H-tree Level: 3
violated checks: setup timing
post-route antenna net violation count: 0
largest net degree at the start of global routing: 27
# DRC: 0
EDFF count, synth: 3
Yosys top cell by area: dfrtp_1
top logic cell by instance count in the layout: dfrtp_1
Mapped Cells: 332
antenna cell count: 0
Top Layout Cells: dfrtp_1 (44), nor2_1 (40), nand2_1 (26), buf_4 (24), clkdlybuf4s50_1 (21)
I/O pin count: 30
crit path from: cc.count[1]$_SDFFE_NP0P_
[state kept, by name, indices dropped and copies added, names as in the netlist, 3 cells and up]
signal and flops:
cc.ps 11, km.col 3, km.temp_col 3, cc.ticker 14, sst.seven_seg_col_sel1.ps 9, cc.sum_out 4, cc.count 3, km.kp_out 5
cc.can_buy 5
[kinds of logic (layout without fill, tap and decap cells)]
logic type / after synthesis / after routing
compound gates: 75 / 75
xor+xnor: 1 / 1
fa+ha+maj: 9 / 9
buf+inv: 26 / 87
flops: 67 / 67
mux: 6 / 6
other cells: 1 / 2
simple gates: 147 / 147
[synthesized netlist by cell type, types with 5 or more instances]
cell / count
dfrtp_1: 44
nor2_1: 40
nand2_1: 28
o21ai_0: 17
dfrtn_1: 14
inv_1: 13
nand3b_1: 13
a21oi_1: 12
ha_1: 9
and2_1: 8
clkbuf_1: 8
nor3_1: 8
nand4_1: 7
a22o_1: 6
a22oi_1: 6
and3_1: 6
nor2b_1: 6
a21o_1: 5
and4_1: 5
[timing repair]
action	4_1_cts	5_1_grt
resized	47	7
setup endpoints to repair	7	7
pin swaps	12	6
setup buffers	7	5
[stage by stage]
stage	hold slack (ps)	TNS (ps)	area, um2
after CTS	379	-3590	4140
after global placement	359	-3240	3800
after detailed placement	362	-3480	3800
after global routing	386	-4740	4180
after floorplan	354	0	3350
final	378	-3850	4180
[worst min path at each step]
| stage | start | end | slack (ps) | depth (start not counted) |
|---|---|---|---|---|
| 6_report | km.db1.kd3.sample[0]$_DFF_PP0_ | km.db1.kd3.sample[1]$_DFF_PP0_ | 380 | 0 |
| 5_1_grt | km.db1.kd3.sample[0]$_DFF_PP0_ | km.db1.kd3.sample[1]$_DFF_PP0_ | 390 | 0 |
| 4_1_cts | km.db1.kd3.sample[0]$_DFF_PP0_ | km.db1.kd3.sample[1]$_DFF_PP0_ | 380 | 0 |
[power by group]
group	total, mW	switching [mW]	internal [mW]
registers	0.872	0.102	0.770
logic	0.470	0.228	0.241
clock network	0.612	0.257	0.355
total	1.95	0.588	1.37
[worst max-delay path, cell delays in order (launching register included)]
cell and delay (ps):
dfxtp_2 310, a32oi_2 210, nand2_2 120, buf_4 150, buf_6 100, buf_6 100, ha_4 130, and3_1 130
o21ai_1 110, buf_2 100
[final cells by class]
class | instances | area [um2] | share of cell area
clock inverter | 9 | 100 | 0.0239
timing repair buffer | 56 | 470 | 0.112
inverter | 12 | 45.0 | 0.0108
sequential | 67 | 1680 | 0.402
multi-input combinational | 240 | 1660 | 0.397
clock buffer | 10 | 128 | 0.0305
tap | 77 | 96.3 | 0.0230
[metal layers]
layer	part of all wire	up-vias	wire length, um	GRT usage
met3	0.036	7	249	0.0371
met4	0.011	0	77	0.0370
met1	0.49	1286	3390	0.360
li1	-	1325	-	-
met5	0	-	0	0
met2	0.46	47	3170	0.330
No activity file was given, so power comes from the tool's default toggle rates.
