### /design/flow/config.mk
export PLATFORM = sky130hd
export DESIGN_NAME = seven_seg_mux_timing_gen
export DESIGN_NICKNAME = seven_seg_mux_timing_gen
export VERILOG_FILES = /design/flow/design.v
export SDC_FILE = /design/flow/constraint.sdc
export NUM_CORES = 4
export LEC_CHECK = 1
export CORE_AREA = 10 10 70 70
export DIE_AREA = 0 0 80 80
### /design/flow/constraint.sdc
current_design seven_seg_mux_timing_gen

set clk_period 1.6
set clk_io_pct 0.2

create_clock -name clk0 -period $clk_period [get_ports {clk}]

set non_clock_inputs [all_inputs -no_clocks]
set_input_delay [expr $clk_period * $clk_io_pct] -clock clk0 $non_clock_inputs
set_output_delay [expr $clk_period * $clk_io_pct] -clock clk0 [all_outputs]
### /design/flow/design.v
`timescale 1ns / 1ps
module seven_seg_mux_timing_gen(
  input clk, reset,
  output wire [2:0] mux_sel,
  output reg [5:0] addr
);
reg [2:0] qout;
always @ (posedge clk or posedge reset)
  if (reset) qout <= 0;
  else qout <= qout + 1;
assign mux_sel = qout;
always @(qout)
  case (qout)
    3'b000: addr = 6'b000001;
    3'b001: addr = 6'b000010;
    3'b010: addr = 6'b000100;
    3'b011: addr = 6'b001000;
    3'b100: addr = 6'b010000;
    3'b101: addr = 6'b100000;
    default: addr = 6'b000000;
  endcase
endmodule
### /design/flow/run.sh
#!/bin/bash
# OpenROAD 26Q1-2900-gdf79404cd8, Yosys 0.63+post, stock flow scripts
make -C /OpenROAD-flow-scripts/flow DESIGN_CONFIG=/design/flow/config.mk WORK_HOME=/design/flow/orfs finish
==> results.toml <==
# flow metrics
[outcome]
outcome = "complete, but fails checks"
failed_checks = "negative setup slack"

[floorplanning]
ios = 11
die_w_um = 80
core_um2 = 3416
fp.dieH_um = 80
fp_util = 0.05604
num_rows = 21
chip_area_um2 = 6400

[run]
drv_cap = 0
warnings = 30

[critical_path]
criticalPathCategory = "flip-flop to output pin"
cp_slowest_stage_delay_ps = 410
start_kind = "flip-flop"
slowest_stage = "dfrtp_1"
required_ps = 1280
crit_chain = "ha_1, ha_1, clkdlybuf4s50_1"
cp.buffers_inverters = 1
cp.arrival_ps = 1430
cp_top_family = "flip-flops"
cpMostUsedCell = "ha_1"
end_kind = "output pin"
crit_path_max_fanout = 4

[yosys]
top_area_frac = 0.3922
synth_chip_area_um2 = 191.4
async_reset_ff_frac = 1.000
ff_type = "dfrtp_1"
synth.distinct_cells = 6
synthTopCellsByArea = "dfrtp_1, ha_1, inv_1, nor2b_1, and2_1"
synth_area_leader_cell = "dfrtp_1"
ys_seq_elements = 3
syn_area_um2 = 191.4
ys_warn_count = 1
avgSynthCellArea_um2 = 10.08
ys_top_cells_by_count = "ha_1, inv_1, dfrtp_1, nor2b_1, and2_1"
yosysCellCount = 19
edf_count = 0
ys_seq_frac = 0.3922
syn_inst = 19

[finish]
largest_reg_flops = 3
top_regs = "qout (3)"
fin_area_um2 = 401.6
fillerInstances = 391
top_register = "qout"
drive_above_1_share = 0.2571
utilization = 0.1176
syn2layout_area_growth_pct = 109.8

[route]
wl_per_cell_um = 5.901
drtIter0Drc = 3
wirelength_um = 478
antenna_left = 0
first_pass_iters = 2
viasPerCell = 2.136
vias = 173
antenna_cells = 0
drcViolationCount = 0

[clock_tree]
cts-root-buf = "clkbuf_4"
htreeDepth = 1
clock_sinks = 3
clock_latency_ps = 230
path_clk_slew_ps = 40
cts_hold_buf = 0
cts_buffer_depth = 2
cts_buffers = 3
cts_tree = "yes"

[pwr]
ir_drop_mv = 0.1231
powerDensity_nw_per_um2 = 528.2
p_clk_frac = 0.621
seqPwrFrac = 0.360
switching_share = 0.1892
p_int_uw = 172.0
p_comb_frac = 0.019
power.leakage_uw = 0.0002151
power_switching_uw = 40.13

[hold_path]
worstHoldPathType = "primary input to async pin"

[sta]
setup_viol = 4
rsz0062_at_grt = "yes"
hold_violations = 0
slew_headroom = 0.8745
finalCritPeriodShare = 1.095
slew_viol_final = 0
worstMarginPinSlew_ps = 188.2
fin_ws_ps = -151.5
max_freq_mhz = 570.9
tns_ps = -427.5
fin_crit_ps = 1752
skew_ps = 1.282

[placement]
pre_cts_slack_ps = 17.63
io_buffers = 10
routabilityCongestion = 0.7009
placedInstanceArea_um2 = 345.3
dp_hpwl_um = 390.9

[global_routing]
antenna_found_initial = 0
grt_pass1_vias = 159
grtUsageTotal = 0.01367
overflow = 0
grt_max_degree = 8
grt_pass1_wl_um = 655
[power by group through the flow]
stage                 sequential, uW  clock (uW)  combinational (uW)
after global routing            76.2         146                4.65
after CTS                       76.3         140                4.29
final                           76.3         132                4.12
[layout make-up]
cell class | count | area [um2] | area share
clock buffer | 4 | 26.28 | 0.06542
tap | 46 | 57.56 | 0.1433
timing repair buffer | 13 | 127.6 | 0.3178
multi-input combinational | 10 | 96.34 | 0.2399
sequential | 3 | 75.07 | 0.1869
inverter | 5 | 18.77 | 0.04673
[cells in the final DEF (no fill, tap or decap)]
master | synthesis | final
inv_1 | 5 | 3
dfrtp_1 | 3 | 3
clkbuf_4 | 0 | 3
ha_2 | 0 | 1
inv_2 | 0 | 2
clkdlybuf4s15_1 | 0 | 1
buf_4 | 0 | 3
and2_1 | 2 | 2
dlymetal6s2s_1 | 0 | 2
clkbuf_1 | 1 | 1
nor2b_1 | 3 | 3
clkdlybuf4s50_1 | 0 | 7
ha_1 | 5 | 4
[metrics by stage]
stage	power (uW)	std cells	hold slack, ps
2_1_floorplan	78.57	19	73.64
3_3_place_gp	81.72	74	525.1
3_5_place_dp	81.54	74	527.8
4_1_cts	220.6	81	277.2
5_1_grt	227.0	81	291.4
6_report	212.1	81	275.2
[final timing paths]
check / cells after the start / slack, ps / startpoint / to
min in group clk0: 2 / 630 / qout[1] / qout[1]
max in group asynchronous: 2 / 1190 / reset / qout[2]
worst min register to register: 2 / 630 / qout[1] / qout[1]
worst max register to register: 3 / 570 / qout[0] / qout[2]
worst min-delay path: 2 / 280 / reset / qout[1]
worst max-delay path: 3 / -150 / qout[0] / addr[3]
[routing by layer]
layer  global-route usage  vias to the layer above  wire (um)
li1                     -                       87          -
met1              0.01198                       75        187
met2              0.01204                       11        139
met3              0.02500                        0        151
met4             0.007042                        0          0
met5                    0                        -          0
[kinds of logic after synthesis]
group / Yosys count / share of synthesized area
buf+inv: 6 / 0.1176
fa+ha+maj: 5 / 0.3268
simple gates: 5 / 0.1634
flops: 3 / 0.3921
[timing repair]
item	4_1_cts	5_1_grt
gates cloned	0	0
resized	2	5
setup endpoints to repair	6	7
setup buffers	3	0
Power is estimated from default activity; no workload was simulated.
